### run.sh
#!/bin/bash
# OpenROAD 26Q1-2900-gdf79404cd8, Yosys 0.63+post, stock flow scripts
make -C /OpenROAD-flow-scripts/flow DESIGN_CONFIG=/design/flow/config.mk WORK_HOME=/design/flow/orfs finish
### config.mk
export PLATFORM = sky130hd
export DESIGN_NAME = sseg
export DESIGN_NICKNAME = sseg
export VERILOG_FILES = /design/flow/design.v
export SDC_FILE = /design/flow/constraint.sdc
export NUM_CORES = 4
export LEC_CHECK = 1
export CORE_AREA = 10 10 70 70
export DIE_AREA = 0 0 80 80
### constraint.sdc
current_design sseg

set clk_period 1.1
set clk_io_pct 0.2

create_clock -name clk0 -period $clk_period

set non_clock_inputs [all_inputs -no_clocks]
set_input_delay [expr $clk_period * $clk_io_pct] -clock clk0 $non_clock_inputs
set_output_delay [expr $clk_period * $clk_io_pct] -clock clk0 [all_outputs]
### design.v
module sseg (
	input[4:0] digit,
	input[2:0] digit_pos,
	output reg[7:0] digit_segs,
	output reg[5:0] digit_sel
);
always @ (digit) begin
	case (digit[3:0])
		4'd0: digit_segs <= {~digit[4], 7'b0000000};
		4'd1: digit_segs <= {~digit[4], 7'b1111001};
		4'd2: digit_segs <= {~digit[4], 7'b0100100};
		4'd3: digit_segs <= {~digit[4], 7'b0110000};
		4'd4: digit_segs <= {~digit[4], 7'b0011001};
		4'd5: digit_segs <= {~digit[4], 7'b0010010};
		4'd6: digit_segs <= {~digit[4], 7'b0000010};
		4'd7: digit_segs <= {~digit[4], 7'b1111000};
		4'd8: digit_segs <= {~digit[4], 7'b0000000};
		4'd9: digit_segs <= {~digit[4], 7'b0010000};
		default: digit_segs <= 8'b11111111;
	endcase
end
always @ (digit_pos) begin
	case (digit_pos)
		3'd0: digit_sel <= 6'b011111;
		3'd1: digit_sel <= 6'b101111;
		3'd2: digit_sel <= 6'b110111;
		3'd3: digit_sel <= 6'b111011;
		3'd4: digit_sel <= 6'b111101;
		3'd5: digit_sel <= 6'b111110;
		default: digit_sel <=6'b111111;
	endcase
end
endmodule
==> run_results.csv <==
group,metric,value,unit
layout,design.seq.count,0,
flow_run,drv_cap,0,
power_and_ir_drop,p_leak,0.255,nW
sta,layout_setup_ws,-0.262,ns
placement,gp_congestion,0.648,
global_route,antenna_found_initial,0,
synth,synthCells,27,
floorplanning,initCoreUtil,5.75,%
routing,via_per_inst,3.18,
routing,drtIter0Drc,2,
sta,hold_viol,0,
setup_path,critPathLaunchType,"input port",
run_status,violations,"setup timing",
routing,num_vias,337,
synth,syn-cell-area,196,µm²
floorplanning,die_h,80,µm
synth,syn_area_per_cell,7.28,µm²
setup_path,cp-end-kind,"output pin",
sta,timing.final.crit_share,124,%
worst_hold_path,holdCritStartpoint,"digit_pos[0]",
sta,tightest_slew,0.178,ns
synth,netlist-cell-type-count,20,
sta,setup_violations,6,
routing,antennaDiodeCount,0,
synth,top_cell,"nand3_1",
synth,ys_chip_area,196,µm²
routing,wl,971,µm
synth,ys_cells,27,
sta,maxSlewHeadroom,88.1,%
floorplanning,io_pins,22,
placement,dp_hpwl,748,µm
power_and_ir_drop,power_density,328,mW/mm²
routing,wl_per_cell,9.16,µm
worst_hold_path,hold_depth,3,
floorplanning,dieArea,0.00640,mm²
layout,n_clock_buffer,0,
layout,area_growth,205,%
setup_path,required,0.88,ns
sta,setup_tns,-0.813,ns
layout,layout.area.seq,0,µm²
worst_hold_path,hold_path_end,"digit_sel[1]",
setup_path,path_max_fanout,2,
routing,drcViolationCount,0,
synth,yosysTopAreaCell,"o22a_1",
setup_path,criticalPathCategory,"input port to output pin",
routing,firstDrtPassIters,2,
flow_run,tool_warnings,35,
synth,yosys_warnings,1,
floorplanning,fp-row-count,21,
power_and_ir_drop,finalPower,0.000197,W
sta,fin_crit,1.36,ns
floorplanning,design.core.area,0.00342,mm²
global_route,grt_pass1_vias,332,
setup_path,crit_arrival,1.14,ns
synth,top_area_share,8.92,%
sta,slew_viol_final,0,
power_and_ir_drop,ir_worst_vdd,0.130,mV
global_route,grt_pass1_wl,1.63,mm
layout,drive_above_1_share,66.7,%
sta,grt_setup_unrepaired,"yes",
sta,clock.fmax,734,MHz
global_route,grt_usage,2.91,%
routing,antenna_left,0,
placement,io_buffer_count,22,
run_status,status,"finished with violations",
synth,area_leaders,"o22a_1 8.9%, or3b_2 8.9%, nand3_1 7.6%",
synth,ys_seq_share,0,%
floorplanning,die_w,80,µm
worst_hold_path,hp-class,"input port to output pin",
global_route,grt_max_degree,9,
global_route,grt_overflow,0,
-- per-layer routing --
layer	routed length, µm	vias to the layer above	track usage, %
met5	0	-	0
met4	0	0	0
met3	100	0	1.36
met2	477	9	4.90
met1	392	157	3.49
li1	-	171	-
-- cells by family (layout without fill, tap and decap cells) --
family,Yosys count,in the layout,share of synthesized area (%)
compound gates,7,7,28.7
buf+inv,2,35,8.28
simple gates,18,18,63.1
-- final cells by class --
class,count,area [µm²]
Fill cell,414,2820
Timing Repair Buffer,35,312
Multi-Input combinational cell,25,230
Tap cell,46,57.6
-- worst max-delay path: stages --
cell and delay, ns:
buf_6 0.09, or4b_4 0.54, buf_6 0.14, nand3_2 0.04, buf_2 0.10
-- timing repair --
item	4_1_cts	5_1_grt
resized	96	1
setup endpoints to repair	14	9
setup buffers	6	1
hold endpoints to repair	0	0
hold buffers	0	0
pin swaps	11	10
-- per-stage QoR --
stage | instances | cell area, µm² | hold slack (ns) | worst slack (ns) | utilization (%)
2_1_floorplan | 27 | 200 | 0.455 | -0.0158 | -
3_3_place_gp | 99 | 503 | 1.35 | -0.953 | 14.7
3_5_place_dp | 99 | 503 | 1.35 | -0.956 | 14.7
4_1_cts | 105 | 586 | 0.707 | -0.277 | 17.1
5_1_grt | 106 | 599 | 0.721 | -0.286 | 17.5
6_report | 106 | 599 | 0.702 | -0.262 | 17.5
-- worst max path at each step --
stage / to / start / cells past startpoint
4_1_cts: digit_segs[6] / digit[1] / 5
5_1_grt: digit_segs[3] / digit[3] / 5
6_report: digit_segs[6] / digit[3] / 5
-- layout by cell type, fill, tap and decap left out, types with 2 or more instances in the layout --
cell type | netlist | routed
nand2_1 | 2 | 2
o22a_1 | 2 | 2
buf_2 | 1 | 9
buf_4 | 0 | 6
dlygate4sd2_1 | 0 | 4
or3b_4 | 0 | 2
nand3_2 | 0 | 2
buf_6 | 1 | 13
buf_8 | 0 | 2
nand3b_1 | 2 | 2
-- report_power, final --
part | switching (W) | leakage [nW] | total [W] | internal [W]
Combinational | 0.0000668 | 0.255 | 0.000197 | 0.000130
Sequential | 0 | 0 | 0 | 0
Clock | 0 | 0 | 0 | 0
Power is estimated from default activity; no workload was simulated.
