## design/flow/run.sh

```bash
#!/bin/bash
# OpenROAD 26Q1-2900-gdf79404cd8, Yosys 0.63+post, stock flow scripts
make -C /OpenROAD-flow-scripts/flow DESIGN_CONFIG=/design/flow/config.mk WORK_HOME=/design/flow/orfs finish
```

## design/flow/config.mk

```make
export PLATFORM = sky130hd
export DESIGN_NAME = clkdiv
export DESIGN_NICKNAME = clkdiv
export VERILOG_FILES = /design/flow/design.v
export SDC_FILE = /design/flow/constraint.sdc
export NUM_CORES = 4
export LEC_CHECK = 1
export CORE_AREA = 10 10 111 111
export DIE_AREA = 0 0 121 121
```

## design/flow/constraint.sdc

```tcl
current_design clkdiv

set clk_period 7.4
set clk_io_pct 0.2

create_clock -name clk0 -period $clk_period [get_ports {clk}]

set non_clock_inputs [all_inputs -no_clocks]
set_input_delay [expr $clk_period * $clk_io_pct] -clock clk0 $non_clock_inputs
set_output_delay [expr $clk_period * $clk_io_pct] -clock clk0 [all_outputs]
```

## design/flow/design.v

```verilog
module clkdiv (
	input clk,
	input[4:0] divisor,  
	output reg divclk
);
reg[31:0] cnt = 31'd0;
always @ (posedge clk) begin
	cnt <= cnt + 1;
end
always @ (posedge cnt[divisor]) begin
	divclk <= ~divclk;
end
endmodule
```

==> flow_summary_export.csv <==
group,metric,value,unit
place,globalplace.congestion,0.804,
routing,ant_nets,0,
routing,drc,0,
timing,clock_skew,3.23,ps
timing,period_minus_slack,1750,ps
status,status,"completed",
place,placement.io_buffers,6,
grt,busiest_layer,"met2",
grt,grt_max_degree,18,
worst_setup_path,endpoint_kind,"register",
layout,n_fill_cell,1050,
routing,drt_iter0_drc,56,
place,dpl.hpwl,2.10,mm
timing,untimed_endpoints,2,
layout,regArea,661,um^2
floorplan,die_h,121,um
clocking,postCtsSetupRepairBufs,0,
routing,dr.pass1.iters,4,
power_and_ir_drop,power.density,169,mW/mm^2
worst_setup_path,crit_buf_inv,1,
yosys,synth_seq_share,0.417,
grt,grtUsageMet3,0.0104,
yosys,ys_seq_elements,33,
worst_setup_path,worstPathRequired,7570,ps
clocking,tritoncts,"done",
timing,unclocked_pins,1,
worst_setup_path,crit_type,"reg2reg",
power_and_ir_drop,leakagePower,0.636,nW
floorplan,num_rows,36,
timing,rsz0062_at_grt,"false",
layout,logic_area,887,um^2
run,drv_cap,0,
timing,worstMarginPinSlew,405,ps
power_and_ir_drop,p_clk_frac,0.418,
layout,syn_to_final_growth,19.7,%
timing,drv_slew,0,
run,tool_warnings,25,
worst_setup_path,path_delay_family,"simple AND/OR/NAND/NOR gates",
routing,diodes,0,
grt,grt-ovfl-total,0,
power_and_ir_drop,power.switching,0.0000648,W
worst_setup_path,critPathLaunch,"cnt[0]",
grt,grt_pass1_wl,4.71,mm
clocking,insertion_delay,280,ps
timing,final-setup-viol-count,0,
floorplan,dieArea,0.0146,mm^2
place,placed_cell_area,0.00180,mm^2
grt,track_usage,0.0377,
routing,wirelength,2.88,mm
routing,vias,1140,
grt,met2_usage,0.0571,
floorplan,boundaryPins,7,
timing,fmax,572,MHz
yosys,yosysWarnings,1,
grt,antenna_found_initial,0,
worst_setup_path,cp.arrival,1920,ps
grt,grt_pass1_vias,1030,
power_and_ir_drop,switching_share,0.202,
power_and_ir_drop,internal_power,0.000256,W
timing,tns,0,ps
worst_setup_path,start_kind,"register",
clocking,h-tree-depth,2,
routing,viasPerCell,3.69,
hold_path,min_from,"cnt[0]",
power_and_ir_drop,combPwrFrac,0.043,
worst_setup_path,crit_slowest_cell,"nor4_4",
yosys,syn_inst,163,
floorplan,fp_util,0.160,
clocking,cts_root_buffer,"clkbuf_8",
timing,finalClockPeriodUsage,0.236,
clocking,cts_resized,0,
timing,relSlewSlack,0.728,
yosys,syn_area,0.00158,mm^2
layout,final_area,0.00189,mm^2
grt,gr-usage-met1,0.0527,
clocking,cts_hold_buf,0,
power_and_ir_drop,seqPwrFrac,0.540,
layout,drive_gt1_frac,0.0852,
power_and_ir_drop,vdd_drop_max,0.0000940,V
yosys,synthDistinctLibCells,32,
yosys,synth-area-yosys,0.00158,mm^2
hold_path,min_path_type,"reg2reg",
clocking,cts_max_path_buffers,2,
routing,routedWlPerCell,9.33,um
worst_setup_path,crit_chain,"ha_1 > inv_1 > nor4_4 > nand2b_2 > or2_1 > xnor2_1",
floorplan,dieWidth,121,um
floorplan,coreArea,0.00986,mm^2
clocking,cts_buffers,5,
layout,fin_util,0.192,
worst_setup_path,timing.rr.start,"cnt[0]",
clocking,clkTransAtPathRegs,60,ps
yosys,postSynthAreaPerCell,9.71,um^2
worst_setup_path,crit_fanout,6,
worst_setup_path,max_stage_delay,440,ps
timing,hold_viol,0,
yosys,yosys-stat-cells,163,
synthesized netlist by cell type:
master    instances  area (um^2)
a21oi_1           3         15.0
nand4_1           5         31.3
mux2i_1          15          150
a311o_1           1         10.0
and3_1            4         25.0
nand2_1          15         56.3
or2_1             1         6.26
nand4b_1          1         8.76
and2_1            2         12.5
a211oi_1          1         7.51
inv_1             6         22.5
nand3_2           2         20.0
nor3_2            1         10.0
ha_1              1         12.5
nor2_1            9         33.8
and4_1            3         26.3
nand3_4           1         17.5
nor4_4            1         21.3
and4_4            1         11.3
buf_2             1         5.00
nand2b_2          1         8.76
nor2b_1           2         12.5
nand3_1          14         70.1
o211ai_1          1         7.51
xor2_1            8         70.1
nand2b_1          1         6.26
xnor2_1          22          193
dfxtp_1          33          661
nor2_2            1         6.26
a22oi_1           4         30.0
buf_4             1         7.51
or4_1             1         7.51
sequential cells by signal, summed over array words and instances (netlist names):
register,flops
cnt,32
divclk,1
layer usage:
layer	wire length [um]	share of wire	vias up
li1	-	-	598
met1	1500	0.52	518
met2	1190	0.41	20
met5	0	0	-
met4	54	0.019	0
met3	135	0.047	4
power by group through the flow:
stage,Sequential (W),Clock (W),Combinational (W)
after CTS,0.000173,0.000139,0.0000136
after global routing,0.000173,0.000147,0.0000147
final,0.000173,0.000134,0.0000136
path summary, 6_finish.rpt:
| check | end | slack [ps] | depth (start not counted) |
|---|---|---|---|
| min | cnt[0] | 450 | 1 |
| max | cnt[18] | 5650 | 6 |
| min reg2reg | cnt[0] | 450 | 1 |
| max reg2reg | cnt[18] | 5650 | 6 |
layout make-up:
class | instances | share of cell area
Clock buffer | 8 | 0.0476
Inverter | 6 | 0.0119
Multi-Input combinational cell | 122 | 0.468
Timing Repair Buffer | 7 | 0.0357
Tap cell | 133 | 0.0878
Sequential cell | 33 | 0.349
cell usage in the layout, fill, tap and decap left out, types with 2 or more instances in the layout:
cell type        count
nand3_1             14
and2_1               2
clkdlybuf4s50_1      6
nor2b_1              2
and4_1               3
nand2_1             15
nand4_1              5
a21oi_1              3
clkbuf_1             2
inv_1                6
nand3_2              2
xor2_1               8
mux2i_1             15
and3_1               4
a22oi_1              4
xnor2_1             22
dfxtp_1             33
nor2_1               9
clkbuf_8             6
per-stage QoR:
| stage | power (W) | instances | hold slack [ps] | setup slack [ps] |
|---|---|---|---|---|
| 6_report | 0.000320 | 309 | 447 | 5650 |
| 5_1_grt | 0.000334 | 309 | 459 | 5530 |
| 4_1_cts | 0.000325 | 309 | 446 | 5660 |
| 3_5_place_dp | 0.000190 | 301 | 431 | 5660 |
| 3_3_place_gp | 0.000190 | 301 | 419 | 5710 |
| 2_1_floorplan | 0.000185 | 163 | 405 | 5790 |
kinds of logic after synthesis:
logic type,count (synthesis),synth area share
buffers and inverters,8,0.0221
AND-OR/OR-AND,10,0.0443
AND/OR/NAND/NOR,66,0.247
multiplexers,15,0.0949
XOR/XNOR,30,0.166
flip-flops,33,0.417
adder cells (fa/ha/maj),1,0.00790
Power is estimated from default activity; no workload was simulated.
