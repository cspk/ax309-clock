**flow/config.mk**
```make
export PLATFORM = sky130hd
export DESIGN_NAME = display
export DESIGN_NICKNAME = display
export VERILOG_FILES = /design/flow/design.v
export SDC_FILE = /design/flow/constraint.sdc
export NUM_CORES = 4
export LEC_CHECK = 1
export CORE_AREA = 10 10 94 94
export DIE_AREA = 0 0 104 104
```
**flow/constraint.sdc**
```tcl
current_design display

set clk_period 1.0
set clk_io_pct 0.2

create_clock -name clk0 -period $clk_period [get_ports {latch}]
create_clock -name clk1 -period $clk_period [get_ports {refresh_freq}]

set non_clock_inputs [all_inputs -no_clocks]
set_input_delay [expr $clk_period * $clk_io_pct] -clock clk0 $non_clock_inputs
set_output_delay [expr $clk_period * $clk_io_pct] -clock clk0 [all_outputs]
```
**flow/design.v**
```verilog
module display (
	input[4:0] digit,
	input latch,
	input refresh_freq,
	output reg[2:0] digit_pos,
	output reg[4:0] digit_cur
);
reg[4:0] shift_reg[5:0];
always @ (negedge latch) begin
	shift_reg[0] <= digit;
	shift_reg[1] <= shift_reg[0];
	shift_reg[2] <= shift_reg[1];
	shift_reg[3] <= shift_reg[2];
	shift_reg[4] <= shift_reg[3];
	shift_reg[5] <= shift_reg[4];
end
reg[2:0] digit_i = 3'd0;
always @ (posedge refresh_freq) begin
	digit_i <= digit_i + 3'd1;
	if (digit_i == 3'd5)
		digit_i <= 3'd0;
	digit_pos <= digit_i;
	digit_cur <= shift_reg[digit_i];
end
endmodule
```
**flow/run.sh**
```bash
#!/bin/bash
# OpenROAD 26Q1-2900-gdf79404cd8, Yosys 0.63+post, stock flow scripts
make -C /OpenROAD-flow-scripts/flow DESIGN_CONFIG=/design/flow/config.mk WORK_HOME=/design/flow/orfs finish
```
==> out/metrics.yaml <==
outcome: "finished, violations left"
failed_checks: "negative setup slack"
top_cells_by_area: "dfxtp_1 70%, ha_1 5.4%, a222oi_1 4.3%"
synth_flop_count: 41
syn_inst: 85
fin_hold_ws_ps: 332.4
critPathMaxStageDelay_ps: 380
path_class: "flop to flop"
r2r-start: "digit_i[0]"
wl_per_cell_um: 9.588
synth_cell_types: 15
track_usage_pct: 4.232
io_pins: 15
reg2reg_slack_ps: -490
cpLargestDelayFamily: "AND-OR/OR-AND gates"
vias: 814
p_per_area_mw_per_mm2: 2209
antenna_found_initial: 0
dieArea_sq_mm: 0.01082
core-area_sq_mm: 0.006832
die_w_um: 104
synthTopLogicFamily: "AND-OR/OR-AND gates"
wirelength_mm: 2.282
log.warning_count: 62
cts.hold.buffers_added: 0
drt_first_pass_iters: 4
rsz0062_at_grt: "true"
r2r_end: "digit_cur[2]"
ys_sh_aoi_pct: 14.27
simple_gate_area_share_pct: 5.794
top_area_share_pct: 70.39
ys_cells: 85
largest_reg_flops: 30
ys_sh_mux_pct: 0
io_buffers: 13
ant_nets: 0
ys_seq_share_pct: 70.39
syn_avg_cell_area_sq_um: 13.72
cp-start-kind: "flop"
gp_congestion: 0.7509
cts_tree: "done"
synth-warning-count: 2
cts.reportedPaths.clkPinSlew_ps: 60
synth_area_sq_mm: 0.001166
diodes: 0
leakagePower_nw: 0.8045
cp_slowest_cell: "dfxtp_4"
grt_pass1_wl_mm: 3.739
min_path_cells: 0
slew_headroom_pct: 70.73
grt_max_degree: 12
worstHoldEndpoint: "shift_reg[4][3]"
hp-class: "flop to flop"
cap_violations: 0
hold_viol: 0
worst-path-max-fanout: 5
reg2reg_depth: 5
ir_drop_mv: 0.7192
drc_errors: 0
vias_per_cell: 3.420
area.growth.synth_to_final_pct: 49.03
ys_chip_area_sq_mm: 0.001166
grt_pass1_vias: 880
drive_gt1_share_pct: 28.17
rows: 30
path_buffers: 1
worstMarginPinSlew_ps: 437.1
cp_data_required_time_ps: 1160
fin_skew_ps: 8.926
fp_util_pct: 17.07
fp.dieH_um: 104
clock_sinks: 41
place_area_sq_mm: 0.001444
overflow: 0
setup_viol: 6
path_cells: "inv_2 -> ha_2 -> a211o_4 -> or2_4 -> a31oi_1"
hpwl_mm: 1.532
cp.arrival_ps: 1640
slew_viol_final: 0
yosys.area.top_type: "dfxtp_1"
design_area_sq_mm: 0.001738
synthAdderAreaFrac_pct: 5.365
drt_iter0_drc: 85
final_util_pct: 25.44
end_kind: "flop"
fin_ws_ps: -485.9
min_from: "shift_reg[3][3]"
yosys.area_share.xor_xnor_pct: 0
-- where the power goes --
part / switching [W] / internal [W]
sequential: 0.0000326 / 0.00172
clock: 0.000879 / 0.00116
combinational: 0.00000913 / 0.0000360
-- kinds of logic (layout without fill, tap and decap cells) --
| family | after synthesis | count (layout) |
|---|---|---|
| fa+ha+maj | 5 | 5 |
| buf+inv | 7 | 64 |
| compound gates | 19 | 19 |
| flops | 41 | 41 |
| simple gates | 13 | 13 |
-- routing by layer --
metal / vias to the layer above / GRT usage [%] / wire length (um) / part of all wire (%)
li1: 411 / - / - / -
met1: 357 / 4.857 / 1107 / 49
met2: 39 / 4.865 / 863 / 38
met3: 7 / 3.947 / 268 / 12
met4: 0 / 2.584 / 42 / 1.8
met5: - / 0 / 0 / 0
-- how the worst max path moves through the flow --
stage | start | endpoint | cells after the start | slack (ps)
4_1_cts | shift_reg[3][2] | digit_cur[2] | 2 | -490
5_1_grt | digit_i[0] | digit_cur[2] | 5 | -550
6_report | digit_i[0] | digit_cur[2] | 5 | -490
-- synth_stat cells (all sizes together) --
library cell / n
buf: 3
dfxtp: 41
or2: 1
inv: 4
nand2: 5
ha: 5
a21boi: 1
nor2b: 2
a22o: 5
a211o: 1
a31oi: 5
nor3: 5
a222oi: 5
a21oi: 2
-- worst register-to-register path: stages, from the launching register on --
cell,delay [ps]
dfxtp_4,380
inv_2,50
ha_2,190
a211o_4,330
or2_4,260
a31oi_1,210
-- cell usage in the layout, fill, tap and decap left out, types with 2 or more instances in the layout --
cell             synthesis  routed
dfxtp_1                 41      33
inv_1                    4      32
clkbuf_8                 0       8
dfxtp_2                  0       6
buf_4                    0       6
a222oi_1                 5       5
a22o_2                   5       5
nand2_1                  5       5
nor3_1                   5       5
a31oi_1                  5       5
clkdlybuf4s50_1          0       5
dlygate4sd2_1            0       4
clkdlybuf4s15_1          0       3
inv_2                    0       2
nor2b_2                  1       2
ha_4                     0       2
ha_2                     0       2
dfxtp_4                  0       2
-- stage by stage --
stage | cells | TNS [ps] | power (W) | setup WS, ps
after floorplan | 85 | -2174 | 0.001964 | -435.7
after global placement | 196 | -4018 | 0.002017 | -602.3
after detailed placement | 196 | -4193 | 0.002020 | -635.5
after CTS | 238 | -2613 | 0.003938 | -491.1
after global routing | 238 | -2704 | 0.004090 | -546.0
final | 238 | -2279 | 0.003840 | -485.9
-- repair_timing --
item	4_1_cts	5_1_grt
cloned	0	0
endpoints found under the setup margin	13	11
pin swaps	5	5
resized	15	7
buffers inserted	1	0
-- layout make-up --
cell class / instances / area [sq um]
flip-flops and latches: 41 / 835.8
inverters: 3 / 11.26
multi-input cells: 37 / 332.8
well taps: 96 / 120.1
clock inverters: 33 / 151.4
clock buffers: 9 / 113.9
fillers: 720 / 5094
repair buffers: 19 / 172.7
No activity file was given, so power comes from the tool's default toggle rates.
